==> ./design.v <==
module controller (input clk, rst, start, gt, P1co, P2co, output reg outdone, readmem, writemem, inzP1, inzP2, incP1, incP2, LdP2, D1Ld, D2Ld, selectAdd, selectData);
	reg [4:0]ns, ps;
	parameter [4:0] idle = 4'd0, AddInzing = 4'd1, D1Lding = 4'd2, D2Lding = 4'd3, LdWaiting = 4'd4, swap1 = 4'd5, swap2 = 4'd6, incAdd2 = 4'd7, inc2Waiting = 4'd8, incAdd1 = 4'd9, inc1Waiting = 4'd10, done = 4'd11;
	always @(posedge clk, posedge rst) begin
		if(rst) ps <= 4'b0;
		else ps <= ns;
	end
	always @(ps, start)begin
		case(ps)
			idle : ns<= start ? AddInzing : idle;
			AddInzing : ns <= D1Lding;
			D1Lding : ns <= D2Lding;
			D2Lding : ns <= LdWaiting;
			LdWaiting : ns <= gt ? swap1 : incAdd2;
			swap1 : ns <= swap2;
			swap2 : ns <= incAdd2;
			incAdd2 : ns <= inc2Waiting;
			inc2Waiting : ns <= P2co ? incAdd1 : D1Lding;
			incAdd1 : ns <= inc1Waiting;
			inc1Waiting : ns <= P1co ? done : D1Lding;
			done : ns <= idle;
			default : ns <= idle;
		endcase
	end
	always @(ns,  start)begin
		outdone = 1'b0; readmem = 1'b0; writemem = 1'b0; inzP1 = 1'b0; inzP2 = 1'b0; incP1 = 1'b0; incP2 = 1'b0; LdP2 = 1'b0; selectAdd = 1'b0; selectData = 1'b0; D1Ld = 1'b0; D2Ld = 1'b0;
		case(ns)
			AddInzing :	begin
					inzP1 <= 1'b1;
					inzP2 <= 1'b1;
					end
			D1Lding :	begin
					selectAdd <= 1'b0;
					readmem <= 1'b1;
					D1Ld <= 1'b1;
					end
			D2Lding :	begin
					selectAdd <= 1'b1;
					readmem <= 1'b1;
					D2Ld <= 1'b1;
					end
			swap1 :		begin
					writemem <= 1'b1;
					selectAdd <= 1'b0;
					selectData <= 1'b1;
					end
			swap2 :		begin
					writemem <= 1'b1;
					selectAdd <= 1'b1;
					selectData <= 1'b0;
					end
			incAdd2 :	begin
					incP2 <= 1'b1;
					end
			incAdd1 :	begin
					incP1 <= 1'b1;
					end
			inc1Waiting :	begin
					LdP2 <= 1'b1;
					end
			done :		begin
					outdone <= 1'b1;
					end
		endcase
	end
endmodule
==> ./run.sh <==
#!/bin/bash
# OpenROAD 26Q1-2900-gdf79404cd8, Yosys 0.63+post, stock flow scripts
make -C /OpenROAD-flow-scripts/flow DESIGN_CONFIG=/design/flow/config.mk WORK_HOME=/design/flow/orfs finish
==> ./config.mk <==
export PLATFORM = sky130hd
export DESIGN_NAME = controller
export DESIGN_NICKNAME = controller
export VERILOG_FILES = /design/flow/design.v
export SDC_FILE = /design/flow/constraint.sdc
export NUM_CORES = 4
export LEC_CHECK = 1
export CORE_AREA = 10 10 85 85
export DIE_AREA = 0 0 95 95
==> ./constraint.sdc <==
current_design controller

set clk_period 2.5
set clk_io_pct 0.2

create_clock -name clk0 -period $clk_period [get_ports {clk}]

set non_clock_inputs [all_inputs -no_clocks]
set_input_delay [expr $clk_period * $clk_io_pct] -clock clk0 $non_clock_inputs
set_output_delay [expr $clk_period * $clk_io_pct] -clock clk0 [all_outputs]
==> run summary <==
run results: gr usage total=3.476%, TritonCTS clock tree=built, critical setup path kind=flip-flop to output pin, Clock Tree Buf Depth=2, final cell count without fillers=around 160, Synth area leader=dfrtp_1, synthesized area=~580 um2, pre-CTS setup slack=-0.6317 ns, number of enable flip-flop cells=0, Setup crit end kind=output pin, worst vdd ir=around 0.38 mV, post-synthesis chip area from yosys=just under 600 um2, number of core rows=27, most flop-heavy register=ps, clk_skew=around 0.003 ns, Top Ports=18, gr ovfl total=0, clock sink count=12, final hold slack=between 0.4 and 0.5 ns, Final Core Density=between 10% and 20%, fin crit share=100.5%, worst-path cell chain=a222oi_1 -> buf_4 -> or2b_4 -> or4b_4 -> buf_6 -> a21oi_2 -> buf_2, # DRC=0, Worst path depth=7, worst setup margin=-0.01127 ns, ant diodes=0, post-synthesis cell count from yosys=roughly 56, overall power=between 0.4 and 0.5 mW, fp util=a little over a tenth, Async SR Flop Fraction=around 100%, CP max-delay cell=dfstp_2, Largest regs=ps (12), Leak=approximately 0.55 nW, WL final=around 1.6 mm, Setup TNS=-0.01318 ns, detailed-route via count=533, clk root buf=clkbuf_8, unrepaired setup endpoints after global routing=yes, buffers plus inverters on the worst setup path=3, Max-Cap Viols=0, Synth Seq Share=52.05%, crit path DRT=roughly 2.0 ns, post-route ant nets=0, gp weighted congestion=~0.76, Layout area overhead=79.48%, crit-path max FO=3, DIE WIDTH=around 95 um, initial DRC count=8, count of tool warnings=27, r2r endpoint=ps[3], worst min path class=flip-flop to flip-flop, vias in the first global route=approximately 540, Num CTS Buffers=3, Setup crit start kind=flip-flop, Final Setup Violations=2, Worst Setup EP=writemem, largest net degree at the start of global routing=13, initial antenna violation count=0, htree depth=1, Max-area cell share=~48%, Post-Synthesis Cells=56, die height=roughly 95 um, fin area=between 1000 and 1500 um2, final slew viol count=0, largest delay contributor family on the critical path=simple AND/OR/NAND/NOR gates, crit-path max cell delay=between 0.5 and 0.6 ns, synth warn=1, placed cell count=154, drt wl/cell=roughly 9.7 um, slew margin rel.=between 60% and 70%, post-synthesis area per instance=10.34 um2, Die ar.=approximately 9000 um2, Hold Vio Cnt, Final=0, PwrDens=399.1 nW/um2, fraction of layout cells with a size suffix above 1=slightly below 60%, Worst R2R Start=ps[1], status=finished with violations, Detailed Place HPWL=1.184 mm, failing checks=negative setup slack, critical path arrival=about 2 ns, prevailing post-synth register cell=dfrtp_1, Slew @ Worst Pin=0.4499 ns, Port Buffers=17, DRT Pass-1 Iters=4, Synth flops=12, worst reg-to-reg setup slack=roughly 1.6 ns, Cell variety after synth=28, biggest area cells=dfrtp_1 (48%), nor2_1 (5.8%), dfstp_2 (4.5%), max FFs per register=12, Fillers=about 600, placed inst area=about 910 um2, worst setup path start=ps[0], # hold bufs at CTS=0, core footprint=~5500 um2, Reg clk slew, reported paths=0.05 ns, Clock Latency Late Sink=about 0.24 ns, fin crit period=2.511 ns, first-pass GRT wire length=~2.6 mm, achievable clock frequency=0.3982 GHz, vias per cell=roughly 3.3, R2R cell count=4
==> cells by family after synthesis <==
group | count (synthesis) | share of synthesized area, %
buffers and inverters | 3 | 2.593
flip-flops | 12 | 52.05
AND-OR/OR-AND | 7 | 9.936
AND/OR/NAND/NOR | 34 | 35.42
==> report_power, final <==
part	total [mW]	switching [mW]	leakage (nW)	internal, mW
clock network	0.206	0.0668	0.0288	0.139
registers	0.195	0	0.164	0.195
logic	0.0147	0.00689	0.362	0.00783
==> routing by layer <==
metal,routed length [um],global-route usage (%)
met1,920,5.620
met2,533,4.233
met3,135,1.442
met4,0,0.2494
met5,0,0
==> cells in the mapped netlist, types with 2 or more instances <==
cell type   n
or2b_1      2
nor2_1      9
nand2b_1    3
nor3_1      2
dfrtp_1    11
nand2_1     4
and2_1      3
inv_1       2
==> area by class of cell <==
type	instances	area, um2	area share [%]
Multi-Input combinational cell	41	339.1	32.61
Sequential cell	12	301.5	29.00
Timing Repair Buffer	33	246.5	23.71
Tap cell	72	90.09	8.664
Clock buffer	4	55.05	5.295
Inverter	2	7.507	0.7220
==> worst register-to-register path: stages, from the launching register on <==
cell      delay (ns)
dfrtp_1         0.37
buf_4           0.14
nand2b_1        0.11
buf_4           0.12
nand3b_1        0.06
==> cells in the final DEF (no fill, tap or decap), drive strengths merged <==
cell type      count
nor4b              1
a22o               1
buf               25
clkbuf             7
o311ai             1
nand3              2
dfrtp             11
nor2               9
or4b               1
and2               4
nand2              4
dlymetal6s2s       1
a222oi             1
nor3               2
dfstp              1
or4                1
inv                2
a21o               1
or2b               3
clkdlybuf4s50      1
a211oi             1
nor4               2
nand3b             1
or3                1
dlygate4sd2        3
a21oi              2
nand2b             3
==> what timing repair did <==
action | in CTS | in global routing
pin swaps | 9 | 8
buffers inserted | 5 | 3
hold endpoints to repair | 0 | 0
gates resized | 49 | 15
endpoints found under the setup margin | 12 | 12
==> how the worst min path moves through the flow <==
stage / start / end / slack, ns / cells after the start
final: ps[9] / ps[2] / 0.43 / 0
after global routing: ps[9] / ps[2] / 0.45 / 0
after CTS: ps[9] / ps[2] / 0.41 / 0
No activity file was given, so power comes from the tool's default toggle rates.
