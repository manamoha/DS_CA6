==> ./design.v <==
`timescale 1ns/1ns
module MUX #(parameter BIT_SIZE) (input select,input [BIT_SIZE-1:0] in1, in2,output [BIT_SIZE-1:0] out);
	assign out=(~select)?in1:in2;
endmodule
module comparator(input [15:0] A, B,output gt);
	assign gt = (A>B) ? 1 : 0;
endmodule
module register_8bit_P1(input clk,rst,inzP1,incP1,output reg [7:0]PO1,output reg CO1);
	always @(posedge clk,posedge rst) begin
		if(rst) PO1 <= 8'd0;
		else begin
			if(inzP1)
				PO1<=8'd0;	
			if(incP1)begin
				PO1<=PO1+1;
			end
		end
	end
	assign CO1 = &(PO1);
endmodule
module register_8bit_P2(input clk,rst,inzP2,incP2,LdP2,input [7:0] PI1,output reg [7:0]PO2,output reg CO2);
	always @(posedge clk,posedge rst) begin
		if(rst) PO2 <= 8'd1;
		else begin
			if(inzP2)
				PO2<=8'b1;	
			if(incP2)begin
				PO2<=PO2+1;
			end
			if(LdP2) begin
				PO2 <= PI1 + 1;
			end
		end
	end
	assign CO2 = ~(|(PO2));
endmodule
module register_16bit(input clk,rst,ld,input [15:0]PI,output reg [15:0] PO);
	always @(posedge clk, posedge rst) begin
		if (rst)
			PO<=16'd0;
		else begin
		if(ld)
			PO<=PI+1;
		end
	end
endmodule
==> ./run.sh <==
#!/bin/bash
# OpenROAD 26Q1-2900-gdf79404cd8, Yosys 0.63+post, stock flow scripts
make -C /OpenROAD-flow-scripts/flow DESIGN_CONFIG=/design/flow/config.mk WORK_HOME=/design/flow/orfs finish
==> ./config.mk <==
export PLATFORM = sky130hd
export DESIGN_NAME = register_8bit_P2
export DESIGN_NICKNAME = register_8bit_P2
export VERILOG_FILES = /design/flow/design.v
export SDC_FILE = /design/flow/constraint.sdc
export NUM_CORES = 4
export LEC_CHECK = 1
export CORE_AREA = 10 10 70 70
export DIE_AREA = 0 0 80 80
==> ./constraint.sdc <==
current_design register_8bit_P2

set clk_period 2.8
set clk_io_pct 0.2

create_clock -name clk0 -period $clk_period [get_ports {clk}]

set non_clock_inputs [all_inputs -no_clocks]
set_input_delay [expr $clk_period * $clk_io_pct] -clock clk0 $non_clock_inputs
set_output_delay [expr $clk_period * $clk_io_pct] -clock clk0 [all_outputs]
==> impl_metrics.env <==
# source this file to load flow results
export IMPL_largestRegisters="PO2 (8)"
export IMPL_peakVddDrop_v=0.00009784
export IMPL_grt_pass1_vias=611
export IMPL_drive_above_1_share=0.1020
export IMPL_power_density_nw_per_um2=388.1
export IMPL_fp_util=0.1908
export IMPL_pre_cts_ws_ps=453.6
export IMPL_status="finished, final reports clean"
export IMPL_tightest_slew_ps=575.3
export IMPL_syn_cell_area_um2=651.9
export IMPL_io_buffers=21
export IMPL_finalCritPeriodShare=0.9338
export IMPL_crit_arrival_ps=2050
export IMPL_rsz0062_at_grt="false"
export IMPL_filler_cell_count=384
export IMPL_cts_resized=0
export IMPL_clock_path_buffers=2
export IMPL_min_path_type="input port to async pin"
export IMPL_timing_critical_path_slowest_cell_delay_ps=530
export IMPL_die_area_um2=6400
export IMPL_skew_ps=6.018
export IMPL_critPathKind="register to output port"
export IMPL_num_rows=21
export IMPL_grt_remaining_overflow=0
export IMPL_routabilityCongestion=0.8256
export IMPL_grt_pass1_wl_mm=2.704
export IMPL_synth_seq_share=0.3090
export IMPL_synth_flops=8
export IMPL_cts_setup_buffers=0
export IMPL_viasPerCell=4.181
export IMPL_clkTransAtPathRegs_ps=60
export IMPL_final_hold_violation_count=0
export IMPL_fmax_ghz=0.3824
export IMPL_synthTopCellsByArea="dfrtp_1, xor2_1, a21oi_1"
export IMPL_required_ps=2240
export IMPL_clock_sinks=8
export IMPL_power_leakage_uw=0.0003519
export IMPL_path_delay_family="simple AND/OR/NAND/NOR gates"
export IMPL_area_growth_pct=43.19
export IMPL_ant_nets=0
export IMPL_ys_flop_type="dfrtp_1"
export IMPL_r2r_start="PO2[0]"
export IMPL_clock_latency_ps=250
export IMPL_cts_root_buf="clkbuf_4"
export IMPL_drt_iter0_drc=64
export IMPL_slowest_stage="clkdlybuf4s50_1"
export IMPL_first_pass_iters=4
export IMPL_async_flop_share=1.000
export IMPL_edf_count=0
export IMPL_ctsHoldBuffers=0
export IMPL_relSlewSlack=0.6153
export IMPL_grt_max_degree=18
export IMPL_vias=602
export IMPL_post_route_min_period_ps=2615
export IMPL_top_area_frac=0.2687
export IMPL_cts_htree_levels=1
export IMPL_power_uw=362.3
export IMPL_io_pins=22
export IMPL_n_antenna_cell=0
export IMPL_track_usage=0.05146
export IMPL_path_buffers=2
export IMPL_largest_register="PO2"
export IMPL_top_area_cell="dfrtp_1"
export IMPL_yosys_area_um2=651.9
export IMPL_coreArea_um2=3416
export IMPL_syn_avg_cell_area_um2=8.577
export IMPL_wl_per_cell_um=11.65
export IMPL_ys_types=29
export IMPL_critPathCaptureType="output port"
export IMPL_crit_path_start="PO2[1]"
export IMPL_cap_violations=0
export IMPL_drt_wl_total_mm=1.677
export IMPL_timing_final_ws_setup_ps=185.2
export IMPL_largest_register_ffs=8
export IMPL_grt_antenna_before_repair=0
export IMPL_dp_hpwl_mm=1.368
export IMPL_die_w_um=80
export IMPL_finalMaxSlewViolations=0
export IMPL_yosys_cells=76
export IMPL_setup_violations=0
export IMPL_worstSetupStartpointType="register"
export IMPL_die_y_um=80
export IMPL_warnings=26
export IMPL_syn_inst=76
export IMPL_cts_made_buffers=3
export IMPL_remaining_drc_errors=0
export IMPL_fin_setup_tns_ps=0
export IMPL_yosysWarnings=2
export IMPL_path_max_fanout=4
export IMPL_cts_tree="yes"
export IMPL_worstPathCellList="inv_1, ha_1, or4b_1, nor4_1, clkdlybuf4s50_1"
-- per-layer routing --
metal	routed length (µm)	GRT usage	vias to the layer above	part of all wire
li1	-	-	323	-
met1	897	0.07495	256	0.53
met2	610	0.06902	21	0.36
met3	156	0.02159	2	0.093
met4	12	0.008803	0	0.0072
met5	0	0	-	0
-- cell usage in the layout, fill, tap and decap left out, drive strengths merged, types with 4 or more instances in the layout --
master	instances
nand2	6
dfrtp	7
clkbuf	4
a21oi	8
clkdlybuf4s50	21
nand3	4
xor2	5
nor3	4
and3	5
nor2	5
-- worst register-to-register path: stages (launching register included) --
cell	delay, ps
dfstp_2	570
ha_1	220
nand3_1	100
a21o_1	190
a211oi_1	240
a21oi_1	60
-- final cells by class --
cell class	count	area (µm²)	area share
clock buffer	4	26.28	0.02815
inverter	3	11.26	0.01206
multi-input combinational	62	426.7	0.4571
sequential	8	201.4	0.2158
tap	46	57.56	0.06166
timing repair buffer	21	210.2	0.2252
-- cells in the mapped netlist, types with 2 or more instances --
master    n
nor3b_1   3
a211oi_1  3
nand3_1   4
o21ai_0   2
a21oi_1   8
nand4_1   2
inv_1     3
xnor2_1   3
clkbuf_1  2
ha_1      3
nor3_1    4
nor2_1    5
and3_4    3
dfrtp_1   7
nand2_1   6
xor2_1    5
-- through the flow --
step / area (µm²) / hold slack, ps / instances / utilization
after floorplan: 651.9 / 374.9 / 76 / -
after CTS: 933.4 / 554.7 / 144 / 0.2733
after global routing: 933.4 / 573.1 / 144 / 0.2733
final: 933.4 / 555.8 / 144 / 0.2733
after detailed placement: 907.1 / 706.0 / 140 / 0.2656
after global placement: 907.1 / 694.9 / 140 / 0.2656
-- report_power, final --
part | internal, µW | switching [µW]
logic | 71.4 | 44.0
registers | 131 | 23.4
clock network | 54.4 | 38.1
total | 257 | 106
-- worst paths after layout --
kind / endpoint / slack (ps) / cells past startpoint
hold reg to reg: PO2[7] / 720 / 2
setup reg to reg: PO2[4] / 1280 / 5
hold / removal: PO2[7] / 560 / 2
setup / recovery: CO2 / 190 / 5
min in group clk0: PO2[7] / 720 / 2
max in group asynchronous: PO2[0] / 1960 / 2
-- cells by family (layout without fill, tap and decap cells) --
logic type	after synthesis	count (layout)	share of synthesized area
and+or+nand+nor	32	32	0.2860
AOI/OAI and AO/OA	18	18	0.1804
xor gates and xnor gates	8	8	0.1075
DFF	8	8	0.3090
buffers and inverters	6	28	0.03646
adders and majority gates	3	3	0.05759
muxes	1	1	0.02303
